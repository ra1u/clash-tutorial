<file path="/design/flow/run.sh">
#!/bin/bash
# OpenROAD 26Q1-2900-gdf79404cd8, Yosys 0.63+post, stock flow scripts
make -C /OpenROAD-flow-scripts/flow DESIGN_CONFIG=/design/flow/config.mk WORK_HOME=/design/flow/orfs finish
</file>
<file path="/design/flow/config.mk">
export PLATFORM = sky130hd
export DESIGN_NAME = MovingAverage3_topEntity
export DESIGN_NICKNAME = MovingAverage3_topEntity
export VERILOG_FILES = /design/flow/design.v
export SDC_FILE = /design/flow/constraint.sdc
export NUM_CORES = 4
export LEC_CHECK = 1
export CORE_AREA = 10 10 107 107
export DIE_AREA = 0 0 117 117
export SYNTH_HDL_FRONTEND = slang
</file>
<file path="/design/flow/constraint.sdc">
current_design MovingAverage3_topEntity

set clk_period 4.1
set clk_io_pct 0.2

create_clock -name clk0 -period $clk_period [get_ports {system1000}]

set non_clock_inputs [all_inputs -no_clocks]
set_input_delay [expr $clk_period * $clk_io_pct] -clock clk0 $non_clock_inputs
set_output_delay [expr $clk_period * $clk_io_pct] -clock clk0 [all_outputs]
</file>
<file path="/design/flow/design.v">
package FeedbackLoop_types;
  typedef struct {
    logic signed [7:0] product0_sel0;
    logic signed [7:0] product0_sel1;
  } product0;
  function logic [0:0] logic_vector_1_to_lv(logic [0:0] i);
    logic_vector_1_to_lv = i;
  endfunction
  function logic [7:0] signed_8_to_lv(logic signed [7:0] i);
    signed_8_to_lv = i;
  endfunction
  function logic [15:0] product0_to_lv(product0 i);
    product0_to_lv = {signed_8_to_lv(i.product0_sel0)
                     ,signed_8_to_lv(i.product0_sel1)};
  endfunction
endpackage : FeedbackLoop_types
package Integrator_types;
  typedef struct {
    logic signed [9:0] product1_sel0;
    logic signed [9:0] product1_sel1;
  } product1;
  typedef struct {
    logic [0:0] product0_sel0;
    logic [9:0] product0_sel1;
  } product0;
  function logic [9:0] signed_10_to_lv(logic signed [9:0] i);
    signed_10_to_lv = i;
  endfunction
  function logic [19:0] product1_to_lv(product1 i);
    product1_to_lv = {signed_10_to_lv(i.product1_sel0)
                     ,signed_10_to_lv(i.product1_sel1)};
  endfunction
  function logic [0:0] logic_vector_1_to_lv(logic [0:0] i);
    logic_vector_1_to_lv = i;
  endfunction
  function logic [10:0] signed_11_to_lv(logic signed [10:0] i);
    signed_11_to_lv = i;
  endfunction
  function logic [9:0] logic_vector_10_to_lv(logic [9:0] i);
    logic_vector_10_to_lv = i;
  endfunction
  function logic [10:0] product0_to_lv(product0 i);
    product0_to_lv = {logic_vector_1_to_lv(i.product0_sel0)
                     ,logic_vector_10_to_lv(i.product0_sel1)};
  endfunction
  function logic [10:0] logic_vector_11_to_lv(logic [10:0] i);
    logic_vector_11_to_lv = i;
  endfunction
endpackage : Integrator_types
package Mealey_types;
  typedef struct {
    logic signed [8:0] product0_sel0;
    logic signed [8:0] product0_sel1;
  } product0;
  function logic [0:0] logic_vector_1_to_lv(logic [0:0] i);
    logic_vector_1_to_lv = i;
  endfunction
  function logic [8:0] signed_9_to_lv(logic signed [8:0] i);
    signed_9_to_lv = i;
  endfunction
  function logic [17:0] product0_to_lv(product0 i);
    product0_to_lv = {signed_9_to_lv(i.product0_sel0)
                     ,signed_9_to_lv(i.product0_sel1)};
  endfunction
endpackage : Mealey_types
package MovingAverage1_types;
  typedef logic signed [7:0] array_of_4_signed_8 [0:3];
  typedef struct {
    array_of_4_signed_8 product0_sel0;
    logic signed [7:0] product0_sel1;
  } product0;
  typedef logic signed [7:0] array_of_3_signed_8 [0:2];
  function logic [7:0] signed_8_to_lv(logic signed [7:0] i);
    signed_8_to_lv = i;
  endfunction
  function logic [31:0] array_of_4_signed_8_to_lv(array_of_4_signed_8 i);
    array_of_4_signed_8_to_lv = {signed_8_to_lv(i[0])
                                ,signed_8_to_lv(i[1])
                                ,signed_8_to_lv(i[2])
                                ,signed_8_to_lv(i[3])};
  endfunction
  function logic [39:0] product0_to_lv(product0 i);
    product0_to_lv = {array_of_4_signed_8_to_lv(i.product0_sel0)
                     ,signed_8_to_lv(i.product0_sel1)};
  endfunction
  function logic [23:0] array_of_3_signed_8_to_lv(array_of_3_signed_8 i);
    array_of_3_signed_8_to_lv = {signed_8_to_lv(i[0])
                                ,signed_8_to_lv(i[1])
                                ,signed_8_to_lv(i[2])};
  endfunction
  function logic [0:0] logic_vector_1_to_lv(logic [0:0] i);
    logic_vector_1_to_lv = i;
  endfunction
endpackage : MovingAverage1_types
package MovingAverage2_types;
  typedef logic signed [7:0] array_of_16_signed_8 [0:15];
  typedef logic signed [7:0] array_of_15_signed_8 [0:14];
  typedef struct {
    array_of_16_signed_8 product1_sel0;
    logic signed [7:0] product1_sel1;
  } product1;
  typedef struct {
    product1 product0_sel0;
    logic signed [7:0] product0_sel1;
  } product0;
  function logic [7:0] signed_8_to_lv(logic signed [7:0] i);
    signed_8_to_lv = i;
  endfunction
  function logic [127:0] array_of_16_signed_8_to_lv(array_of_16_signed_8 i);
    array_of_16_signed_8_to_lv = {signed_8_to_lv(i[0])
                                 ,signed_8_to_lv(i[1])
                                 ,signed_8_to_lv(i[2])
                                 ,signed_8_to_lv(i[3])
                                 ,signed_8_to_lv(i[4])
                                 ,signed_8_to_lv(i[5])
                                 ,signed_8_to_lv(i[6])
                                 ,signed_8_to_lv(i[7])
                                 ,signed_8_to_lv(i[8])
                                 ,signed_8_to_lv(i[9])
                                 ,signed_8_to_lv(i[10])
                                 ,signed_8_to_lv(i[11])
                                 ,signed_8_to_lv(i[12])
                                 ,signed_8_to_lv(i[13])
                                 ,signed_8_to_lv(i[14])
                                 ,signed_8_to_lv(i[15])};
  endfunction
  function logic [119:0] array_of_15_signed_8_to_lv(array_of_15_signed_8 i);
    array_of_15_signed_8_to_lv = {signed_8_to_lv(i[0])
                                 ,signed_8_to_lv(i[1])
                                 ,signed_8_to_lv(i[2])
                                 ,signed_8_to_lv(i[3])
                                 ,signed_8_to_lv(i[4])
                                 ,signed_8_to_lv(i[5])
                                 ,signed_8_to_lv(i[6])
                                 ,signed_8_to_lv(i[7])
                                 ,signed_8_to_lv(i[8])
                                 ,signed_8_to_lv(i[9])
                                 ,signed_8_to_lv(i[10])
                                 ,signed_8_to_lv(i[11])
                                 ,signed_8_to_lv(i[12])
                                 ,signed_8_to_lv(i[13])
                                 ,signed_8_to_lv(i[14])};
  endfunction
  function logic [0:0] logic_vector_1_to_lv(logic [0:0] i);
    logic_vector_1_to_lv = i;
  endfunction
  function logic [135:0] product1_to_lv(product1 i);
    product1_to_lv = {array_of_16_signed_8_to_lv(i.product1_sel0)
                     ,signed_8_to_lv(i.product1_sel1)};
  endfunction
  function logic [143:0] product0_to_lv(product0 i);
    product0_to_lv = {product1_to_lv(i.product0_sel0)
                     ,signed_8_to_lv(i.product0_sel1)};
  endfunction
endpackage : MovingAverage2_types
package MovingAverage3_types;
  typedef logic signed [7:0] array_of_3_signed_8 [0:2];
  typedef struct {
    array_of_3_signed_8 product0_sel0;
    logic signed [7:0] product0_sel1;
  } product0;
  typedef logic signed [7:0] array_of_4_signed_8 [0:3];
  typedef logic signed [7:0] array_of_2_signed_8 [0:1];
  function logic [7:0] signed_8_to_lv(logic signed [7:0] i);
    signed_8_to_lv = i;
  endfunction
  function logic [23:0] array_of_3_signed_8_to_lv(array_of_3_signed_8 i);
    array_of_3_signed_8_to_lv = {signed_8_to_lv(i[0])
                                ,signed_8_to_lv(i[1])
                                ,signed_8_to_lv(i[2])};
  endfunction
  function logic [31:0] product0_to_lv(product0 i);
    product0_to_lv = {array_of_3_signed_8_to_lv(i.product0_sel0)
                     ,signed_8_to_lv(i.product0_sel1)};
  endfunction
  function logic [31:0] array_of_4_signed_8_to_lv(array_of_4_signed_8 i);
    array_of_4_signed_8_to_lv = {signed_8_to_lv(i[0])
                                ,signed_8_to_lv(i[1])
                                ,signed_8_to_lv(i[2])
                                ,signed_8_to_lv(i[3])};
  endfunction
  function logic [0:0] logic_vector_1_to_lv(logic [0:0] i);
    logic_vector_1_to_lv = i;
  endfunction
  function logic [15:0] array_of_2_signed_8_to_lv(array_of_2_signed_8 i);
    array_of_2_signed_8_to_lv = {signed_8_to_lv(i[0])
                                ,signed_8_to_lv(i[1])};
  endfunction
endpackage : MovingAverage3_types
package SuperLargeNumber_types;
  function logic [6:0] signed_7_to_lv(logic signed [6:0] i);
    signed_7_to_lv = i;
  endfunction
  function logic [0:0] logic_vector_1_to_lv(logic [0:0] i);
    logic_vector_1_to_lv = i;
  endfunction
endpackage : SuperLargeNumber_types
module MovingAverage3_mealyzm_1(eta_i1
                               , 
                               system1000
                               , 
                               system1000_rstn
                               ,y_o);
  input signed [7:0] eta_i1;
  input system1000;
  input system1000_rstn;
  output signed [7:0] y_o;
  wire [31:0] bodyVar_0;
  wire [23:0] repANF_1;
  wire signed [7:0] repANF_2;
  wire [15:0] repANF_3;
  wire [31:0] repANF_4;
  wire [23:0] x_5;
  wire [23:0] x_6;
  wire signed [7:0] tmp_7;
  wire [15:0] tmp_20;
  wire [23:0] tmp_23;
  wire [23:0] tmp_22;
  assign y_o = bodyVar_0[7:0];
  assign bodyVar_0 = {repANF_1
                     ,repANF_2};
  assign repANF_1 = {eta_i1
                    ,repANF_3};
  wire signed [7:0] intermediate_n_9 [0:(2*4)-2];
  wire [31:0] vecflat_n_10;
  assign vecflat_n_10 = repANF_4;
  genvar n_11;
  generate
  for (n_11=0; n_11 < 4; n_11=n_11+1) begin : array_n_12
    assign intermediate_n_9[(4-1)-n_11] = vecflat_n_10[n_11*8+:8];
  end
  endgenerate
  function integer log2_n_13;
    input integer value;
    begin
      value = value-1;
      for (log2_n_13=0; value>0; log2_n_13=log2_n_13+1)
        value = value>>1;
    end
  endfunction
  localparam levels_n_14 = log2_n_13(4);
  function integer depth2Index_n_15;
    input integer levels;
    input integer depth;
    depth2Index_n_15 = (2 ** levels) - (2 ** depth);
  endfunction
  genvar d_n_16;
  genvar i_n_17;
  generate
  if (levels_n_14 != 0) begin : make_tree_n_18
    for (d_n_16 = (levels_n_14 - 1); d_n_16 >= 0; d_n_16=d_n_16-1) begin : tree_depth
      for (i_n_17 = 0; i_n_17 < (2**d_n_16); i_n_17 = i_n_17+1) begin : tree_depth_loop
        wire signed [7:0] n_15;
        wire signed [7:0] n_13;
        wire signed [7:0] n_19;
        assign n_15 = intermediate_n_9[depth2Index_n_15(levels_n_14+1,d_n_16+2)+(2*i_n_17)];
        assign n_13 = intermediate_n_9[depth2Index_n_15(levels_n_14+1,d_n_16+2)+(2*i_n_17)+1];
        assign n_19 = n_15 + n_13;
        assign intermediate_n_9[depth2Index_n_15(levels_n_14+1,d_n_16+1)+i_n_17] = n_19;
      end
    end
  end
  endgenerate
  assign tmp_7 = intermediate_n_9[(2*4)-2];
  assign repANF_2 = tmp_7;
  wire [23:0] n_21;
  assign n_21 = x_5;
  assign tmp_20 = n_21[24-1 : 8];
  assign repANF_3 = tmp_20;
  assign repANF_4 = {eta_i1,x_5};
  wire [31:0] n_28;
  assign n_28 = ({(4) {8'sd0}});
  assign tmp_23 = n_28[32-1 : 8];
  reg [23:0] n_29;
  always @(posedge system1000 or negedge system1000_rstn) begin : register_MovingAverage3_mealyzm_1_n_30
    if (~ system1000_rstn) begin
      n_29 <= tmp_23;
    end else begin
      n_29 <= x_6;
    end
  end
  assign tmp_22 = n_29;
  assign x_5 = tmp_22;
  assign x_6 = bodyVar_0[31:8];
endmodule
module MovingAverage3_topEntity(input_0
                               , 
                               system1000
                               , 
                               system1000_rstn
                               ,output_0);
  input signed [7:0] input_0;
  input system1000;
  input system1000_rstn;
  output signed [7:0] output_0;
  MovingAverage3_topEntity_0 MovingAverage3_topEntity_0_inst
  (.eta_i1 (input_0)
  ,.system1000 (system1000)
  ,.system1000_rstn (system1000_rstn)
  ,.topLet_o (output_0));
endmodule
module MovingAverage3_topEntity_0(eta_i1
                                 , 
                                 system1000
                                 , 
                                 system1000_rstn
                                 ,topLet_o);
  input signed [7:0] eta_i1;
  input system1000;
  input system1000_rstn;
  output signed [7:0] topLet_o;
  MovingAverage3_mealyzm_1 MovingAverage3_mealyzm_1_topLet_o
  (.y_o (topLet_o)
  ,.system1000 (system1000)
  ,.system1000_rstn (system1000_rstn)
  ,.eta_i1 (eta_i1));
endmodule
</file>
==> job_summary.md <==
## PnR job results

| Metric | Value |
|---|---|
| Number of cells produced by synthesis | `104` |
| Pwr/cell area | `458 nW/µm²` |
| Worst hold path cell count | `0` |
| Via count of the first global-routing pass | `824` |
| DRT Wirelength | `2120 µm` |
| Depth of the CTS H-tree | `1` |
| Synthesized area divided by synthesized cell count | `12.2 µm²` |
| Share of synthesized area occupied by flip-flops and latches | `47.2%` |
| Buffers on Ports | `17` |
| Count of state elements after synthesis | `24` |
| IO Count | `18` |
| Crit path launch type | `input port` |
| Sequential cell area | `601 µm²` |
| Chip area estimate from yosys synthesis | `1270 µm²` |
| Shortest period the worst path allows | `4.08 ns` |
| Count of clock tree sinks | `24` |
| Initial DRC Count | `13` |
| Drt wl/cell | `8.70 µm` |
| Final worst clock skew | `0.000979 ns` |
| Die area | `13700 µm²` |
| Starting utilization of the core area | `13.9%` |
| Cell breakdown of the critical path | `dlygate4sd2_1 -> inv_1 -> fa_1 -> fa_1 -> inv_2 -> ha_4 -> nor2b_4 -> nor3_2 -> o21bai_1 -> a21oi_1 -> xnor2_1 -> buf_2` |
| WP data required | `3.28 ns` |
| Post-synth area hogs | `dfrtp_1, fa_1, inv_1` |
| Number of flops mapped to enable cells by yosys | `0` |
| Die Y | `117 µm` |
| Setup crit end kind | `output port` |
| Row count | `35` |
| Least setup slack across all paths after layout | `0.0249 ns` |
| Initial antenna violation count | `0` |
| Path depth of the worst reg2reg path | `0` |
| Max-slew violation total from the final report | `0` |
| First-pass GRT wire length | `3730 µm` |
| Placeable core region | `9200 µm²` |
| Buffers plus inverters on the worst setup path | `4` |
| Place WS | `-0.935 ns` |
| Cell repeated most along the worst path | `fa_1` |
| Number of cell instances after yosys synthesis | `104` |
| Levels on crit path | `12` |
| Post-DP Area | `1640 µm²` |
| Top cell type's share of synthesized area | `47.2%` |
| Number of vias per cell after detailed routing | `3.02` |
| Hold Buf Count CTS | `0` |
| Max Clk Rate | `245 MHz` |
| TritonCTS clock tree | `built` |
| Status | `completed` |
| Antenna diode instance count | `0` |
| Vias after detailed routing | `738` |
| Filler cell count in the final layout | `992` |
| DRC errors left | `0` |
| Setup violation total in the final timing report | `0` |
| Overall Power | `819 µW` |
| Post-layout util | `19.4%` |
| Total CTS buffers | `3` |
| Final Hold Violating Endpoints | `0` |
| Root buffer selected by CTS | `clkbuf_8` |
| Fraction of synthesis flops using an asynchronous set or reset pin | `100%` |
| Maximum number of pins on one net before global-route repair | `25` |
| Transition time at the pin with the least slew margin | `0.304 ns` |
| Clock transition time at the flip-flop clock pins of the worst setup and hold paths | `0.09 ns` |
| Comb gate area | `616 µm²` |
| Setup repair after global routing missed its margin | `true` |
| Global routing usage summed across all routing layers | `3.47%` |
| CP Capture Point | `output_0[7]` |
| Area of the mapped netlist | `1270 µm²` |
| Longest individual stage delay on the worst path | `0.51 ns` |
| Static power due to leakage | `0.000851 µW` |
| Total grt overflow | `0` |
| Cell with the most instances after synthesis | `inv_1` |
| Worst supply voltage drop on vdd | `0.215 mV` |
| Layout cell share with drive strength beyond 1 | `26.3%` |
| Min Hold Slack | `0.377 ns` |
| Arrival time at the worst endpoint | `3.26 ns` |
| Critical Setup Path Class | `input port to output port` |
| Predominant post-synthesis flop cell | `dfrtp_1` |
| Commonest cells in the netlist | `inv_1, dfrtp_1, fa_1` |
| Clock buffer depth | `2` |
| Total of warnings raised by yosys | `0` |
| Cell at the slowest stage of the critical path | `fa_1` |
| Worst-case headroom to the max-slew limit | `79.7%` |
| Critical Path Fanout Max | `3` |
| Worst R2R Setup Slack | `3.56 ns` |
| Cycle use final | `99.4%` |
| Critical path launch point | `input_0[3]` |
| Number of max-cap violations | `0` |
| Number of unique standard cell types used by synthesis | `14` |
| Tool warning count | `27` |
| Family with the most delay on the worst path | `adder cells` |
| Total non-filler cell area in the finished layout | `1790 µm²` |
| Horizontal die size | `117 µm` |
| Insertion delay at the late pin of the worst-skew pair | `0.27 ns` |
| DP HPWL | `1710 µm` |
| Layout area overhead | `40.4%` |
| Number of detailed-routing iterations run before antenna repair | `2` |
| Most area-hungry cell type in the Yosys netlist | `dfrtp_1` |
| Hold/Removal Path Class | `flip-flop to flip-flop` |
| GPL Wtd Cong | `0.786` |
| Antenna violation net count after detailed routing | `0` |
==> cell usage in the layout (no fill, tap or decap), types with 2 or more instances in the layout <==
cell type	count
inv_2	3
xnor2_2	2
inv_1	33
buf_2	2
clkbuf_8	3
a21oi_1	2
dlygate4sd2_1	5
xnor2_1	6
fa_2	2
buf_4	8
ha_4	3
fa_1	12
clkdlybuf4s50_1	7
dfrtp_1	24
ha_1	3
==> per-stage QoR <==
step                cells  TNS (ns)
floorplan             104         0
global placement      239     -4.04
detailed placement    239     -4.05
CTS                   244   -0.0376
global route          244    -0.156
finish                244         0
==> power breakdown <==
part | switching (µW) | internal [µW] | total [µW]
sequential | 5.84 | 248 | 254
clock | 77.0 | 131 | 208
combinational | 150 | 207 | 358
total | 233 | 586 | 819
==> how the worst min path moves through the flow <==
stage / start / end
final: flip-flop / flip-flop
after global routing: flip-flop / flip-flop
after CTS: flip-flop / flip-flop
==> final cells by class <==
cell class,count,area share (%)
Clock inverter,1,1.68
Sequential cell,24,33.6
Multi-Input combinational cell,43,34.4
Inverter,37,7.91
Tap cell,111,7.77
Timing Repair Buffer,25,12.3
Clock buffer,3,2.31
==> metal layers <==
layer / global-route usage [%] / vias to the layer above / share of wire, %
li1: - / 352 / -
met1: 4.72 / 365 / 49
met2: 4.95 / 19 / 40
met3: 2.01 / 2 / 11
met4: 0.165 / 0 / 0.57
met5: 0 / - / 0
==> repair_timing <==
action | 4_1_cts | 5_1_grt
buffers inserted | 1 | 0
endpoints found under the hold margin | 0 | 0
pin swaps | 24 | 13
endpoints found under the setup margin | 6 | 3
gates resized | 33 | 9
==> cells by family after synthesis <==
logic type	count (synthesis)	share of synthesized area [%]
and+or+nand+nor	4	2.46
DFF	24	47.2
AOI/OAI and AO/OA	9	4.42
adders and majority gates	21	28.9
xor gates and xnor gates	9	6.19
buffers and inverters	37	10.9
Power figures rest on the tool's default switching activity, not on a simulated workload.
