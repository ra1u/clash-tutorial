==> design/flow/config.mk <==
export PLATFORM = sky130hd
export DESIGN_NAME = MovingAverage1_topEntity
export DESIGN_NICKNAME = MovingAverage1_topEntity
export VERILOG_FILES = /design/flow/design.v
export SDC_FILE = /design/flow/constraint.sdc
export NUM_CORES = 4
export LEC_CHECK = 1
export CORE_UTILIZATION = 30
export SYNTH_HDL_FRONTEND = slang
==> design/flow/constraint.sdc <==
current_design MovingAverage1_topEntity

set clk_period 5.1
set clk_io_pct 0.2

create_clock -name clk0 -period $clk_period [get_ports {system1000}]

set non_clock_inputs [all_inputs -no_clocks]
set_input_delay [expr $clk_period * $clk_io_pct] -clock clk0 $non_clock_inputs
set_output_delay [expr $clk_period * $clk_io_pct] -clock clk0 [all_outputs]
==> design/flow/design.v <==
package FeedbackLoop_types;
  typedef struct {
    logic signed [7:0] product0_sel0;
    logic signed [7:0] product0_sel1;
  } product0;
  function logic [0:0] logic_vector_1_to_lv(logic [0:0] i);
    logic_vector_1_to_lv = i;
  endfunction
  function logic [7:0] signed_8_to_lv(logic signed [7:0] i);
    signed_8_to_lv = i;
  endfunction
  function logic [15:0] product0_to_lv(product0 i);
    product0_to_lv = {signed_8_to_lv(i.product0_sel0)
                     ,signed_8_to_lv(i.product0_sel1)};
  endfunction
endpackage : FeedbackLoop_types
package Integrator_types;
  typedef struct {
    logic signed [9:0] product1_sel0;
    logic signed [9:0] product1_sel1;
  } product1;
  typedef struct {
    logic [0:0] product0_sel0;
    logic [9:0] product0_sel1;
  } product0;
  function logic [9:0] signed_10_to_lv(logic signed [9:0] i);
    signed_10_to_lv = i;
  endfunction
  function logic [19:0] product1_to_lv(product1 i);
    product1_to_lv = {signed_10_to_lv(i.product1_sel0)
                     ,signed_10_to_lv(i.product1_sel1)};
  endfunction
  function logic [0:0] logic_vector_1_to_lv(logic [0:0] i);
    logic_vector_1_to_lv = i;
  endfunction
  function logic [10:0] signed_11_to_lv(logic signed [10:0] i);
    signed_11_to_lv = i;
  endfunction
  function logic [9:0] logic_vector_10_to_lv(logic [9:0] i);
    logic_vector_10_to_lv = i;
  endfunction
  function logic [10:0] product0_to_lv(product0 i);
    product0_to_lv = {logic_vector_1_to_lv(i.product0_sel0)
                     ,logic_vector_10_to_lv(i.product0_sel1)};
  endfunction
  function logic [10:0] logic_vector_11_to_lv(logic [10:0] i);
    logic_vector_11_to_lv = i;
  endfunction
endpackage : Integrator_types
package Mealey_types;
  typedef struct {
    logic signed [8:0] product0_sel0;
    logic signed [8:0] product0_sel1;
  } product0;
  function logic [0:0] logic_vector_1_to_lv(logic [0:0] i);
    logic_vector_1_to_lv = i;
  endfunction
  function logic [8:0] signed_9_to_lv(logic signed [8:0] i);
    signed_9_to_lv = i;
  endfunction
  function logic [17:0] product0_to_lv(product0 i);
    product0_to_lv = {signed_9_to_lv(i.product0_sel0)
                     ,signed_9_to_lv(i.product0_sel1)};
  endfunction
endpackage : Mealey_types
package MovingAverage1_types;
  typedef logic signed [7:0] array_of_4_signed_8 [0:3];
  typedef struct {
    array_of_4_signed_8 product0_sel0;
    logic signed [7:0] product0_sel1;
  } product0;
  typedef logic signed [7:0] array_of_3_signed_8 [0:2];
  function logic [7:0] signed_8_to_lv(logic signed [7:0] i);
    signed_8_to_lv = i;
  endfunction
  function logic [31:0] array_of_4_signed_8_to_lv(array_of_4_signed_8 i);
    array_of_4_signed_8_to_lv = {signed_8_to_lv(i[0])
                                ,signed_8_to_lv(i[1])
                                ,signed_8_to_lv(i[2])
                                ,signed_8_to_lv(i[3])};
  endfunction
  function logic [39:0] product0_to_lv(product0 i);
    product0_to_lv = {array_of_4_signed_8_to_lv(i.product0_sel0)
                     ,signed_8_to_lv(i.product0_sel1)};
  endfunction
  function logic [23:0] array_of_3_signed_8_to_lv(array_of_3_signed_8 i);
    array_of_3_signed_8_to_lv = {signed_8_to_lv(i[0])
                                ,signed_8_to_lv(i[1])
                                ,signed_8_to_lv(i[2])};
  endfunction
  function logic [0:0] logic_vector_1_to_lv(logic [0:0] i);
    logic_vector_1_to_lv = i;
  endfunction
endpackage : MovingAverage1_types
package MovingAverage2_types;
  typedef logic signed [7:0] array_of_16_signed_8 [0:15];
  typedef logic signed [7:0] array_of_15_signed_8 [0:14];
  typedef struct {
    array_of_16_signed_8 product1_sel0;
    logic signed [7:0] product1_sel1;
  } product1;
  typedef struct {
    product1 product0_sel0;
    logic signed [7:0] product0_sel1;
  } product0;
  function logic [7:0] signed_8_to_lv(logic signed [7:0] i);
    signed_8_to_lv = i;
  endfunction
  function logic [127:0] array_of_16_signed_8_to_lv(array_of_16_signed_8 i);
    array_of_16_signed_8_to_lv = {signed_8_to_lv(i[0])
                                 ,signed_8_to_lv(i[1])
                                 ,signed_8_to_lv(i[2])
                                 ,signed_8_to_lv(i[3])
                                 ,signed_8_to_lv(i[4])
                                 ,signed_8_to_lv(i[5])
                                 ,signed_8_to_lv(i[6])
                                 ,signed_8_to_lv(i[7])
                                 ,signed_8_to_lv(i[8])
                                 ,signed_8_to_lv(i[9])
                                 ,signed_8_to_lv(i[10])
                                 ,signed_8_to_lv(i[11])
                                 ,signed_8_to_lv(i[12])
                                 ,signed_8_to_lv(i[13])
                                 ,signed_8_to_lv(i[14])
                                 ,signed_8_to_lv(i[15])};
  endfunction
  function logic [119:0] array_of_15_signed_8_to_lv(array_of_15_signed_8 i);
    array_of_15_signed_8_to_lv = {signed_8_to_lv(i[0])
                                 ,signed_8_to_lv(i[1])
                                 ,signed_8_to_lv(i[2])
                                 ,signed_8_to_lv(i[3])
                                 ,signed_8_to_lv(i[4])
                                 ,signed_8_to_lv(i[5])
                                 ,signed_8_to_lv(i[6])
                                 ,signed_8_to_lv(i[7])
                                 ,signed_8_to_lv(i[8])
                                 ,signed_8_to_lv(i[9])
                                 ,signed_8_to_lv(i[10])
                                 ,signed_8_to_lv(i[11])
                                 ,signed_8_to_lv(i[12])
                                 ,signed_8_to_lv(i[13])
                                 ,signed_8_to_lv(i[14])};
  endfunction
  function logic [0:0] logic_vector_1_to_lv(logic [0:0] i);
    logic_vector_1_to_lv = i;
  endfunction
  function logic [135:0] product1_to_lv(product1 i);
    product1_to_lv = {array_of_16_signed_8_to_lv(i.product1_sel0)
                     ,signed_8_to_lv(i.product1_sel1)};
  endfunction
  function logic [143:0] product0_to_lv(product0 i);
    product0_to_lv = {product1_to_lv(i.product0_sel0)
                     ,signed_8_to_lv(i.product0_sel1)};
  endfunction
endpackage : MovingAverage2_types
package MovingAverage3_types;
  typedef logic signed [7:0] array_of_3_signed_8 [0:2];
  typedef struct {
    array_of_3_signed_8 product0_sel0;
    logic signed [7:0] product0_sel1;
  } product0;
  typedef logic signed [7:0] array_of_4_signed_8 [0:3];
  typedef logic signed [7:0] array_of_2_signed_8 [0:1];
  function logic [7:0] signed_8_to_lv(logic signed [7:0] i);
    signed_8_to_lv = i;
  endfunction
  function logic [23:0] array_of_3_signed_8_to_lv(array_of_3_signed_8 i);
    array_of_3_signed_8_to_lv = {signed_8_to_lv(i[0])
                                ,signed_8_to_lv(i[1])
                                ,signed_8_to_lv(i[2])};
  endfunction
  function logic [31:0] product0_to_lv(product0 i);
    product0_to_lv = {array_of_3_signed_8_to_lv(i.product0_sel0)
                     ,signed_8_to_lv(i.product0_sel1)};
  endfunction
  function logic [31:0] array_of_4_signed_8_to_lv(array_of_4_signed_8 i);
    array_of_4_signed_8_to_lv = {signed_8_to_lv(i[0])
                                ,signed_8_to_lv(i[1])
                                ,signed_8_to_lv(i[2])
                                ,signed_8_to_lv(i[3])};
  endfunction
  function logic [0:0] logic_vector_1_to_lv(logic [0:0] i);
    logic_vector_1_to_lv = i;
  endfunction
  function logic [15:0] array_of_2_signed_8_to_lv(array_of_2_signed_8 i);
    array_of_2_signed_8_to_lv = {signed_8_to_lv(i[0])
                                ,signed_8_to_lv(i[1])};
  endfunction
endpackage : MovingAverage3_types
package SuperLargeNumber_types;
  function logic [6:0] signed_7_to_lv(logic signed [6:0] i);
    signed_7_to_lv = i;
  endfunction
  function logic [0:0] logic_vector_1_to_lv(logic [0:0] i);
    logic_vector_1_to_lv = i;
  endfunction
endpackage : SuperLargeNumber_types
module MovingAverage1_mealyzm_1(eta_i1
                               , 
                               system1000
                               , 
                               system1000_rstn
                               ,y_o);
  input signed [7:0] eta_i1;
  input system1000;
  input system1000_rstn;
  output signed [7:0] y_o;
  wire [39:0] bodyVar_0;
  wire signed [7:0] repANF_1;
  wire [31:0] nexts_2;
  wire [23:0] a6_3;
  wire [31:0] x_4;
  wire [31:0] x_5;
  wire signed [7:0] tmp_6;
  wire [23:0] tmp_19;
  wire [31:0] tmp_21;
  assign y_o = bodyVar_0[7:0];
  assign bodyVar_0 = {nexts_2
                     ,repANF_1};
  wire signed [7:0] intermediate_n_8 [0:(2*4)-2];
  wire [31:0] vecflat_n_9;
  assign vecflat_n_9 = nexts_2;
  genvar n_10;
  generate
  for (n_10=0; n_10 < 4; n_10=n_10+1) begin : array_n_11
    assign intermediate_n_8[(4-1)-n_10] = vecflat_n_9[n_10*8+:8];
  end
  endgenerate
  function integer log2_n_12;
    input integer value;
    begin
      value = value-1;
      for (log2_n_12=0; value>0; log2_n_12=log2_n_12+1)
        value = value>>1;
    end
  endfunction
  localparam levels_n_13 = log2_n_12(4);
  function integer depth2Index_n_14;
    input integer levels;
    input integer depth;
    depth2Index_n_14 = (2 ** levels) - (2 ** depth);
  endfunction
  genvar d_n_15;
  genvar i_n_16;
  generate
  if (levels_n_13 != 0) begin : make_tree_n_17
    for (d_n_15 = (levels_n_13 - 1); d_n_15 >= 0; d_n_15=d_n_15-1) begin : tree_depth
      for (i_n_16 = 0; i_n_16 < (2**d_n_15); i_n_16 = i_n_16+1) begin : tree_depth_loop
        wire signed [7:0] n_14;
        wire signed [7:0] n_12;
        wire signed [7:0] n_18;
        assign n_14 = intermediate_n_8[depth2Index_n_14(levels_n_13+1,d_n_15+2)+(2*i_n_16)];
        assign n_12 = intermediate_n_8[depth2Index_n_14(levels_n_13+1,d_n_15+2)+(2*i_n_16)+1];
        assign n_18 = n_14 + n_12;
        assign intermediate_n_8[depth2Index_n_14(levels_n_13+1,d_n_15+1)+i_n_16] = n_18;
      end
    end
  end
  endgenerate
  assign tmp_6 = intermediate_n_8[(2*4)-2];
  assign repANF_1 = tmp_6;
  assign nexts_2 = {eta_i1,a6_3};
  wire [31:0] n_20;
  assign n_20 = x_4;
  assign tmp_19 = n_20[32-1 : 8];
  assign a6_3 = tmp_19;
  reg [31:0] n_26;
  always @(posedge system1000 or negedge system1000_rstn) begin : register_MovingAverage1_mealyzm_1_n_27
    if (~ system1000_rstn) begin
      n_26 <= ({(4) {8'sd0}});
    end else begin
      n_26 <= x_5;
    end
  end
  assign tmp_21 = n_26;
  assign x_4 = tmp_21;
  assign x_5 = bodyVar_0[39:8];
endmodule
module MovingAverage1_topEntity(input_0
                               , 
                               system1000
                               , 
                               system1000_rstn
                               ,output_0);
  input signed [7:0] input_0;
  input system1000;
  input system1000_rstn;
  output signed [7:0] output_0;
  MovingAverage1_topEntity_0 MovingAverage1_topEntity_0_inst
  (.eta_i1 (input_0)
  ,.system1000 (system1000)
  ,.system1000_rstn (system1000_rstn)
  ,.topLet_o (output_0));
endmodule
module MovingAverage1_topEntity_0(eta_i1
                                 , 
                                 system1000
                                 , 
                                 system1000_rstn
                                 ,topLet_o);
  input signed [7:0] eta_i1;
  input system1000;
  input system1000_rstn;
  output signed [7:0] topLet_o;
  MovingAverage1_mealyzm_1 MovingAverage1_mealyzm_1_topLet_o
  (.y_o (topLet_o)
  ,.system1000 (system1000)
  ,.system1000_rstn (system1000_rstn)
  ,.eta_i1 (eta_i1));
endmodule
==> design/flow/run.sh <==
#!/bin/bash
# OpenROAD 26Q1-2900-gdf79404cd8, Yosys 0.63+post, stock flow scripts
make -C /OpenROAD-flow-scripts/flow DESIGN_CONFIG=/design/flow/config.mk WORK_HOME=/design/flow/orfs finish
==> flow_summary_export.csv <==
group,metric,value,unit
power_and_ir_drop,sw_frac_of_total,25.8,%
critical_path,end_kind,"output port",
cts,clock_latency,0.26,ns
cells_and_area,area_growth,30.8,%
yosys,area_leaders,"dfrtp_1 47%, fa_1 22%, inv_1 11%, ha_1 6.9%, xnor2_1 5.5%",
final_timing,setup_viol,0,
place,dpl-instance-area,1560,um2
cts,clk_pin_slew_worst_paths,0.08,ns
yosys,synth.avg_cell_area,12.2,um2
cells_and_area,flop_area,601,um2
yosys,synth_warnings,0,
floorplan,core_area,4030,um2
cts,clockRootBuffer,"clkbuf_8",
yosys,yosys-stat-area,1270,um2
cells_and_area,combGateArea,554,um2
cells_and_area,lay_top_cells,"37 x inv_1, 24 x dfrtp_1, 13 x fa_1, 12 x clkdlybuf4s50_1, 9 x buf_4",
critical_path,cp-start-kind,"primary input",
yosys,syn_area,1270,um2
power_and_ir_drop,power_density,375,nW/um2
yosys,ys_ff,24,
final_timing,fin_crit_sh,98.0,%
detailed_routing,drtAntennaViolNets,0,
global_route,antenna_found_initial,0,
critical_path,crit_required,4.08,ns
detailed_routing,first_pass_iters,3,
cts,numCtsBuffers,3,
yosys,synthesis.instances,104,
detailed_routing,wl,1690,um
place,numPortBuffers,17,
place,place.gp.congestion,0.748,
floorplan,rows,23,
yosys,ys_cells,104,
floorplan,die_w,67.2,um
detailed_routing,wl_per_cell,9.17,um
yosys,yosysSeqAreaShare,47.2,%
critical_path,cp_max_fo,2,
final_timing,tightest_slew,0.293,ns
power_and_ir_drop,irDropWorstVdd,0.199,mV
detailed_routing,drt_iter0_markers,43,
detailed_routing,routed_via_density,3.90,
power_and_ir_drop,p_comb_share,41.4,%
final_timing,fmax,200,MHz
cells_and_area,fill_cells,372,
power_and_ir_drop,power.switching,0.161,mW
floorplan,fp-utilization,31.6,%
worst_hold_path,min_path_type,"reg2reg",
cells_and_area,design_area,1670,um2
global_route,overflow,0,
critical_path,critPathArrivalTime,3.98,ns
global_route,grt_max_degree,25,
yosys,top_area_share,47.2,%
job,log.warning_count,27,
floorplan,chipArea,4510,um2
floorplan,num_io_pins,18,
final_timing,rsz0062_at_grt,"yes",
power_and_ir_drop,p_int,0.464,mW
cts,cts_sinks,24,
yosys,yosys.area.top_type,"dfrtp_1",
final_timing,min_period,5.00,ns
final_timing,hold_viol_final,0,
power_and_ir_drop,p_clk_share,26.0,%
cells_and_area,layout_top_cell,"inv_1",
global_route,grt_pass1_wl,3070,um
detailed_routing,num_vias,718,
place,dp.final_hpwl,1320,um
final_timing,final_max_slew_viol_count,0,
final_timing,skew,0.00586,ns
run_status,status,"finished, final reports clean",
global_route,grt_pass1_vias,753,
floorplan,die_h,67.2,um
global_route,track_usage,9.23,%
cells_and_area,final_cells,184,
detailed_routing,drc,0,
cts,cts_max_level,1,
place,numPlacedInstances,178,
detailed_routing,diodes,0,
cts,clk_path_buf_depth,2,
cells_and_area,drive_gt1_share,15.7,%
yosys,ys_types,14,
critical_path,critical_path_class,"in2out",
cells_and_area,utilization,41.4,%
final_timing,tns,0,ns
power_and_ir_drop,power.leakage,0.857,nW
job,cap_violations,0,
power_and_ir_drop,seq_power_share,32.6,%
final_timing,relSlewSlack,80.5,%
cts,cts_tree,"done",
-- kinds of logic after synthesis --
logic type	Yosys count	share of synthesized area, %
XOR/XNOR	9	6.19
AND/OR/NAND/NOR	4	2.46
flip-flops	24	47.2
buffers and inverters	37	10.9
adder cells (fa/ha/maj)	21	28.9
AND-OR/OR-AND	9	4.42
-- cell type report --
| class | count | share of cell area (%) |
|---|---|---|
| flip-flops and latches | 24 | 36.0 |
| multi-input cells | 43 | 33.3 |
| repair buffers | 26 | 14.3 |
| inverters | 37 | 8.33 |
| well taps | 50 | 3.75 |
| clock buffers | 3 | 2.48 |
| clock inverters | 1 | 1.80 |
-- stage by stage --
step / hold WS (ns) / setup slack [ns] / power (mW)
4_1_cts: 0.384 / -0.0103 / 0.630
5_1_grt: 0.396 / -0.0477 / 0.678
3_3_place_gp: 0.362 / -0.240 / 0.460
6_report: 0.380 / 0.103 / 0.626
3_5_place_dp: 0.362 / -0.252 / 0.461
2_1_floorplan: 0.354 / 0.849 / 0.330
-- power groups by stage --
stage,Combinational [mW],Clock [mW],Sequential [mW]
CTS,0.257,0.169,0.204
global route,0.296,0.177,0.206
finish,0.259,0.163,0.204
-- routing by layer --
layer,vias up,share of wire (%),track usage [%]
li1,356,-,-
met1,342,44,12.5
met2,18,48,15.4
met3,2,7.0,3.08
met4,0,0.47,0.798
met5,-,0,0
-- repair_timing --
action / CTS / global route
setup endpoints to repair: 4 / 2
pin swaps: 11 / 9
buffers inserted: 1 / 1
resized: 6 / 4
hold buffers: 0 / 0
hold endpoints to repair: 0 / 0
-- critical path, cell delays in order --
cell,delay [ns]
clkdlybuf4s50_1,0.48
inv_1,0.06
fa_1,0.48
fa_1,0.52
buf_4,0.15
buf_4,0.12
fa_2,0.36
nor2b_4,0.13
nor3_2,0.05
o21bai_1,0.16
a21oi_2,0.08
xnor2_1,0.15
dlygate4sd2_1,0.22
-- path summary, 6_finish.rpt --
kind	startpoint	end	slack, ns	cells after the start
max	input_0[2]	output_0[7]	0.10	13
min	flip-flop	flip-flop	0.38	0
max reg2reg	flip-flop	flip-flop	4.58	0
min reg2reg	flip-flop	flip-flop	0.38	0
max in group asynchronous	system1000_rstn	asynchronous set/reset pin	3.77	2
min in group asynchronous	system1000_rstn	asynchronous set/reset pin	1.10	2
-- cell usage after synthesis --
| master | n |
|---|---|
| inv_1 | 37 |
| dfrtp_1 | 24 |
| fa_1 | 14 |
| xnor2_1 | 8 |
| ha_1 | 7 |
| a21oi_1 | 3 |
| nor2_1 | 2 |
| o21ai_0 | 2 |
| o21bai_1 | 2 |
| a21o_1 | 1 |
| a21oi_2 | 1 |
| nor2b_4 | 1 |
| nor3_2 | 1 |
| xor2_1 | 1 |
Power is estimated from default activity; no workload was simulated.
