<file path="flow/config.mk">
export PLATFORM = sky130hd
export DESIGN_NAME = MovingAverage2_topEntity
export DESIGN_NICKNAME = MovingAverage2_topEntity
export VERILOG_FILES = /design/flow/design.v
export SDC_FILE = /design/flow/constraint.sdc
export NUM_CORES = 4
export LEC_CHECK = 1
export CORE_UTILIZATION = 40
export SYNTH_HDL_FRONTEND = slang
</file>
<file path="flow/constraint.sdc">
current_design MovingAverage2_topEntity

set clk_period 4.0
set clk_io_pct 0.2

create_clock -name clk0 -period $clk_period [get_ports {system1000}]

set non_clock_inputs [all_inputs -no_clocks]
set_input_delay [expr $clk_period * $clk_io_pct] -clock clk0 $non_clock_inputs
set_output_delay [expr $clk_period * $clk_io_pct] -clock clk0 [all_outputs]
</file>
<file path="flow/design.v">
package FeedbackLoop_types;
  typedef struct {
    logic signed [7:0] product0_sel0;
    logic signed [7:0] product0_sel1;
  } product0;
  function logic [0:0] logic_vector_1_to_lv(logic [0:0] i);
    logic_vector_1_to_lv = i;
  endfunction
  function logic [7:0] signed_8_to_lv(logic signed [7:0] i);
    signed_8_to_lv = i;
  endfunction
  function logic [15:0] product0_to_lv(product0 i);
    product0_to_lv = {signed_8_to_lv(i.product0_sel0)
                     ,signed_8_to_lv(i.product0_sel1)};
  endfunction
endpackage : FeedbackLoop_types
package Integrator_types;
  typedef struct {
    logic signed [9:0] product1_sel0;
    logic signed [9:0] product1_sel1;
  } product1;
  typedef struct {
    logic [0:0] product0_sel0;
    logic [9:0] product0_sel1;
  } product0;
  function logic [9:0] signed_10_to_lv(logic signed [9:0] i);
    signed_10_to_lv = i;
  endfunction
  function logic [19:0] product1_to_lv(product1 i);
    product1_to_lv = {signed_10_to_lv(i.product1_sel0)
                     ,signed_10_to_lv(i.product1_sel1)};
  endfunction
  function logic [0:0] logic_vector_1_to_lv(logic [0:0] i);
    logic_vector_1_to_lv = i;
  endfunction
  function logic [10:0] signed_11_to_lv(logic signed [10:0] i);
    signed_11_to_lv = i;
  endfunction
  function logic [9:0] logic_vector_10_to_lv(logic [9:0] i);
    logic_vector_10_to_lv = i;
  endfunction
  function logic [10:0] product0_to_lv(product0 i);
    product0_to_lv = {logic_vector_1_to_lv(i.product0_sel0)
                     ,logic_vector_10_to_lv(i.product0_sel1)};
  endfunction
  function logic [10:0] logic_vector_11_to_lv(logic [10:0] i);
    logic_vector_11_to_lv = i;
  endfunction
endpackage : Integrator_types
package Mealey_types;
  typedef struct {
    logic signed [8:0] product0_sel0;
    logic signed [8:0] product0_sel1;
  } product0;
  function logic [0:0] logic_vector_1_to_lv(logic [0:0] i);
    logic_vector_1_to_lv = i;
  endfunction
  function logic [8:0] signed_9_to_lv(logic signed [8:0] i);
    signed_9_to_lv = i;
  endfunction
  function logic [17:0] product0_to_lv(product0 i);
    product0_to_lv = {signed_9_to_lv(i.product0_sel0)
                     ,signed_9_to_lv(i.product0_sel1)};
  endfunction
endpackage : Mealey_types
package MovingAverage1_types;
  typedef logic signed [7:0] array_of_4_signed_8 [0:3];
  typedef struct {
    array_of_4_signed_8 product0_sel0;
    logic signed [7:0] product0_sel1;
  } product0;
  typedef logic signed [7:0] array_of_3_signed_8 [0:2];
  function logic [7:0] signed_8_to_lv(logic signed [7:0] i);
    signed_8_to_lv = i;
  endfunction
  function logic [31:0] array_of_4_signed_8_to_lv(array_of_4_signed_8 i);
    array_of_4_signed_8_to_lv = {signed_8_to_lv(i[0])
                                ,signed_8_to_lv(i[1])
                                ,signed_8_to_lv(i[2])
                                ,signed_8_to_lv(i[3])};
  endfunction
  function logic [39:0] product0_to_lv(product0 i);
    product0_to_lv = {array_of_4_signed_8_to_lv(i.product0_sel0)
                     ,signed_8_to_lv(i.product0_sel1)};
  endfunction
  function logic [23:0] array_of_3_signed_8_to_lv(array_of_3_signed_8 i);
    array_of_3_signed_8_to_lv = {signed_8_to_lv(i[0])
                                ,signed_8_to_lv(i[1])
                                ,signed_8_to_lv(i[2])};
  endfunction
  function logic [0:0] logic_vector_1_to_lv(logic [0:0] i);
    logic_vector_1_to_lv = i;
  endfunction
endpackage : MovingAverage1_types
package MovingAverage2_types;
  typedef logic signed [7:0] array_of_16_signed_8 [0:15];
  typedef logic signed [7:0] array_of_15_signed_8 [0:14];
  typedef struct {
    array_of_16_signed_8 product1_sel0;
    logic signed [7:0] product1_sel1;
  } product1;
  typedef struct {
    product1 product0_sel0;
    logic signed [7:0] product0_sel1;
  } product0;
  function logic [7:0] signed_8_to_lv(logic signed [7:0] i);
    signed_8_to_lv = i;
  endfunction
  function logic [127:0] array_of_16_signed_8_to_lv(array_of_16_signed_8 i);
    array_of_16_signed_8_to_lv = {signed_8_to_lv(i[0])
                                 ,signed_8_to_lv(i[1])
                                 ,signed_8_to_lv(i[2])
                                 ,signed_8_to_lv(i[3])
                                 ,signed_8_to_lv(i[4])
                                 ,signed_8_to_lv(i[5])
                                 ,signed_8_to_lv(i[6])
                                 ,signed_8_to_lv(i[7])
                                 ,signed_8_to_lv(i[8])
                                 ,signed_8_to_lv(i[9])
                                 ,signed_8_to_lv(i[10])
                                 ,signed_8_to_lv(i[11])
                                 ,signed_8_to_lv(i[12])
                                 ,signed_8_to_lv(i[13])
                                 ,signed_8_to_lv(i[14])
                                 ,signed_8_to_lv(i[15])};
  endfunction
  function logic [119:0] array_of_15_signed_8_to_lv(array_of_15_signed_8 i);
    array_of_15_signed_8_to_lv = {signed_8_to_lv(i[0])
                                 ,signed_8_to_lv(i[1])
                                 ,signed_8_to_lv(i[2])
                                 ,signed_8_to_lv(i[3])
                                 ,signed_8_to_lv(i[4])
                                 ,signed_8_to_lv(i[5])
                                 ,signed_8_to_lv(i[6])
                                 ,signed_8_to_lv(i[7])
                                 ,signed_8_to_lv(i[8])
                                 ,signed_8_to_lv(i[9])
                                 ,signed_8_to_lv(i[10])
                                 ,signed_8_to_lv(i[11])
                                 ,signed_8_to_lv(i[12])
                                 ,signed_8_to_lv(i[13])
                                 ,signed_8_to_lv(i[14])};
  endfunction
  function logic [0:0] logic_vector_1_to_lv(logic [0:0] i);
    logic_vector_1_to_lv = i;
  endfunction
  function logic [135:0] product1_to_lv(product1 i);
    product1_to_lv = {array_of_16_signed_8_to_lv(i.product1_sel0)
                     ,signed_8_to_lv(i.product1_sel1)};
  endfunction
  function logic [143:0] product0_to_lv(product0 i);
    product0_to_lv = {product1_to_lv(i.product0_sel0)
                     ,signed_8_to_lv(i.product0_sel1)};
  endfunction
endpackage : MovingAverage2_types
package MovingAverage3_types;
  typedef logic signed [7:0] array_of_3_signed_8 [0:2];
  typedef struct {
    array_of_3_signed_8 product0_sel0;
    logic signed [7:0] product0_sel1;
  } product0;
  typedef logic signed [7:0] array_of_4_signed_8 [0:3];
  typedef logic signed [7:0] array_of_2_signed_8 [0:1];
  function logic [7:0] signed_8_to_lv(logic signed [7:0] i);
    signed_8_to_lv = i;
  endfunction
  function logic [23:0] array_of_3_signed_8_to_lv(array_of_3_signed_8 i);
    array_of_3_signed_8_to_lv = {signed_8_to_lv(i[0])
                                ,signed_8_to_lv(i[1])
                                ,signed_8_to_lv(i[2])};
  endfunction
  function logic [31:0] product0_to_lv(product0 i);
    product0_to_lv = {array_of_3_signed_8_to_lv(i.product0_sel0)
                     ,signed_8_to_lv(i.product0_sel1)};
  endfunction
  function logic [31:0] array_of_4_signed_8_to_lv(array_of_4_signed_8 i);
    array_of_4_signed_8_to_lv = {signed_8_to_lv(i[0])
                                ,signed_8_to_lv(i[1])
                                ,signed_8_to_lv(i[2])
                                ,signed_8_to_lv(i[3])};
  endfunction
  function logic [0:0] logic_vector_1_to_lv(logic [0:0] i);
    logic_vector_1_to_lv = i;
  endfunction
  function logic [15:0] array_of_2_signed_8_to_lv(array_of_2_signed_8 i);
    array_of_2_signed_8_to_lv = {signed_8_to_lv(i[0])
                                ,signed_8_to_lv(i[1])};
  endfunction
endpackage : MovingAverage3_types
package SuperLargeNumber_types;
  function logic [6:0] signed_7_to_lv(logic signed [6:0] i);
    signed_7_to_lv = i;
  endfunction
  function logic [0:0] logic_vector_1_to_lv(logic [0:0] i);
    logic_vector_1_to_lv = i;
  endfunction
endpackage : SuperLargeNumber_types
module MovingAverage2_mealyzm_1(eta_i1
                               , 
                               system1000
                               , 
                               system1000_rstn
                               ,bodyVar_o);
  input signed [7:0] eta_i1;
  input system1000;
  input system1000_rstn;
  output signed [7:0] bodyVar_o;
  wire signed [7:0] y_0;
  wire [143:0] bodyVar_1;
  wire [143:0] bodyVar_2;
  wire [135:0] x_3;
  wire [135:0] repANF_4;
  wire signed [7:0] output_5;
  wire [135:0] repANF_6;
  wire [127:0] repANF_7;
  wire signed [7:0] repANF_8;
  wire signed [7:0] repANF_9;
  wire [119:0] repANF_10;
  wire [127:0] vec_11;
  wire signed [7:0] total_12;
  wire [135:0] x_13;
  wire [135:0] tmp_14;
  wire signed [7:0] tmp_26;
  wire [119:0] tmp_28;
  assign bodyVar_o = y_0;
  assign y_0 = bodyVar_1[7:0];
  assign bodyVar_1 = bodyVar_2;
  assign bodyVar_2 = {repANF_4
                     ,output_5};
  reg [135:0] n_20;
  always @(posedge system1000 or negedge system1000_rstn) begin : register_MovingAverage2_mealyzm_1_n_21
    if (~ system1000_rstn) begin
      n_20 <= {{(16) {8'sd0}},8'sd0};
    end else begin
      n_20 <= repANF_6;
    end
  end
  assign tmp_14 = n_20;
  assign x_3 = tmp_14;
  assign repANF_4 = {repANF_7
                    ,output_5};
  assign output_5 = repANF_8 - repANF_9;
  assign repANF_6 = x_13;
  assign repANF_7 = {eta_i1
                    ,repANF_10};
  assign repANF_8 = total_12 + eta_i1;
  wire [127:0] n_27;
  assign n_27 = vec_11;
  assign tmp_26 = n_27[8-1:0];
  assign repANF_9 = tmp_26;
  wire [127:0] n_29;
  assign n_29 = vec_11;
  assign tmp_28 = n_29[128-1 : 8];
  assign repANF_10 = tmp_28;
  assign vec_11 = x_3[135:8];
  assign total_12 = x_3[7:0];
  assign x_13 = bodyVar_1[143:8];
endmodule
module MovingAverage2_topEntity(input_0
                               , 
                               system1000
                               , 
                               system1000_rstn
                               ,output_0);
  input signed [7:0] input_0;
  input system1000;
  input system1000_rstn;
  output signed [7:0] output_0;
  MovingAverage2_topEntity_0 MovingAverage2_topEntity_0_inst
  (.eta_i1 (input_0)
  ,.system1000 (system1000)
  ,.system1000_rstn (system1000_rstn)
  ,.topLet_o (output_0));
endmodule
module MovingAverage2_topEntity_0(eta_i1
                                 , 
                                 system1000
                                 , 
                                 system1000_rstn
                                 ,topLet_o);
  input signed [7:0] eta_i1;
  input system1000;
  input system1000_rstn;
  output signed [7:0] topLet_o;
  MovingAverage2_mealyzm_1 MovingAverage2_mealyzm_1_topLet_o
  (.bodyVar_o (topLet_o)
  ,.system1000 (system1000)
  ,.system1000_rstn (system1000_rstn)
  ,.eta_i1 (eta_i1));
endmodule
</file>
<file path="flow/run.sh">
#!/bin/bash
# OpenROAD 26Q1-2900-gdf79404cd8, Yosys 0.63+post, stock flow scripts
make -C /OpenROAD-flow-scripts/flow DESIGN_CONFIG=/design/flow/config.mk WORK_HOME=/design/flow/orfs finish
</file>
==> run_results.csv <==
group,metric,value,unit
status,status,"finished clean",
synth,synth-xor-area-share,0.0201,
critical_path,crit_path_top_delay_cell,"fa_1",
place,post_dp_cell_area,4340,µm²
place,port-buffer-count,17,
grt,grt_max_degree,82,
power_and_ir_drop,power_leakage,0.00236,µW
floorplanning,dieHeight,101,µm
synth,ys_cells,202,
synth,synthCells,202,
drt,remaining_drc_errors,0,
grt,grt_pass1_wl,8.48,mm
floorplanning,core_area,9370,µm²
synth,yosysSeqAreaShare,0.866,
floorplanning,die_x,101,µm
power_and_ir_drop,swShare,0.258,
critical_path,crit_arrival,3.10,ns
power_and_ir_drop,switchingPower,1080,µW
synth,aoi_share,0.0207,
drt,firstDrtPassIters,3,
clock_tree,cts.sinks,136,
power_and_ir_drop,peakVddDrop,0.515,mV
critical_path,critPathMaxStageDelay,0.53,ns
run,warnings,26,
grt,overflow,0,
final_timing,finalSetupViolCount,0,
place,dp.cells,357,
layout,num-fill-cells,743,
final_timing,slew_viol_final,0,
final_timing,fin_crit_sh,0.975,
place,dp_hpwl,2.49,mm
drt,ant_nets,0,
clock_tree,ctsRootBufferMaster,"clkbuf_8",
critical_path,crit_top_cell,"inv_1",
clock_tree,clk_pin_slew,0.06,ns
synth,yosysUniqueCellTypes,17,
drt,vias,1558,
floorplanning,die_area,10200,µm²
clock_tree,insertion_delay,0.50,ns
power_and_ir_drop,power_frac_seq,0.363,
floorplanning,row_count,35,
clock_tree,htree_levels,4,
clock_tree,cts_made_buffers,17,
hold_path,hp-class,"input pin to async pin",
final_timing,tightest_slew,0.676,ns
power_and_ir_drop,p_int,3110,µW
clock_tree,clockBufferDepth,2,
final_timing,max_freq,256,MHz
drt,insertedDiodeCount,0,
run,maxCapViolCount,0,
final_timing,rsz0062_at_grt,"yes",
critical_path,startpoint_type,"input pin",
critical_path,critPathMaxFanout,4,
synth,mux_area_frac,0,
drt,wire_per_inst,12.0,µm
grt,grt_pass1_vias,1737,
final_timing,clock_skew,0.00716,ns
power_and_ir_drop,power.density,828,nW/µm²
floorplanning,initCoreUtil,0.419,
synth,synth_flops,136,
drt,via_per_inst,3.98,
drt,drt_wl_total,4.70,mm
layout,drive_above_1_share,0.237,
grt,grt_usage,0.116,
final_timing,timing.final.hold_violations,0,
final_timing,max-slew-margin-rel,0.549,
critical_path,required,3.20,ns
synth,netlist_area,3930,µm²
final_timing,fin_hold_ws,0.325,ns
synth,ys_sh_simple,0.00605,
power_and_ir_drop,p_comb_frac,0.254,
layout,area_growth_syn_to_layout,29.0,%
clock_tree,cts.hold.buffers_added,0,
layout,final_cells,391,
critical_path,crit_chain,"clkdlybuf4s50_1 > inv_1 > fa_1 > inv_1 > ha_1 > a21oi_2 > o21a_1 > o31ai_4 > xnor2_2 > dlygate4sd2_1",
synth,yosys_area,3930,µm²
place,gp_congestion,0.709,
drt,initialDrtViolationCount,34,
grt,antenna_found_initial,0,
synth,logic_family,"adder cells",
critical_path,end_kind,"output pin",
synth,ys_sh_adder,0.0611,
synth,ys_warn_count,0,
final_timing,timing.final.crit_period,3.90,ns
layout,final_area,5070,µm²
synth,synth.avg_cell_area,19.4,µm²
power_and_ir_drop,clkPwrFrac,0.383,
clock_tree,cts_tree,"built",
floorplanning,ios,18,
critical_path,crit_type,"input pin to output pin",
layer usage:
| layer | global-route usage | wire, µm | part of all wire | vias to the layer above |
|---|---|---|---|---|
| met4 | 0.0212 | 78 | 0.017 | 0 |
| met5 | 0 | 0 | 0 | - |
| met2 | 0.134 | 1810 | 0.38 | 30 |
| met1 | 0.217 | 2540 | 0.54 | 807 |
| li1 | - | - | - | 714 |
| met3 | 0.0501 | 271 | 0.058 | 7 |
power groups by stage:
stage,clock (µW),sequential (µW),combinational (µW)
finish,1610,1520,1070
global route,1720,1530,1210
CTS,1660,1520,975
cells in the mapped netlist (all sizes together):
library cell,number,area share
dfrtp,136,0.87
nor2,1,0.00095
o21a,1,0.0019
fa,7,0.036
inv,27,0.026
ha,8,0.025
o211ai,1,0.0032
o31ai,1,0.0032
nand2,3,0.0035
a21o,1,0.0019
xor2,2,0.0045
xnor2,7,0.016
o21ai,1,0.0013
nor2b,1,0.0016
a21oi,5,0.0092
stage by stage:
stage / setup TNS [ns] / setup slack, ns / total power, µW / util
CTS: 0 / 0.00372 / 4150 / 0.535
floorplan: 0 / 0.782 / 1960 / -
global route: -0.0632 / -0.0632 / 4450 / 0.541
detailed placement: -1.44 / -0.381 / 2460 / 0.463
global placement: -1.52 / -0.382 / 2460 / 0.463
finish: 0 / 0.0990 / 4200 / 0.541
cell type report:
type	count	area (µm²)	area share
clock buffer	17	414	0.0817
multi-input combinational	39	519	0.102
tap	129	161	0.0318
timing repair buffer	28	255	0.0504
sequential	136	3400	0.671
inverter	27	101	0.0200
clock inverter	15	214	0.0422
cell usage in the layout (no fill, tap or decap), types with 2 or more instances in the layout:
master           instances
clkinv_4                 2
nand2_1                  2
inv_6                    3
fa_1                     6
a21oi_2                  2
dfrtp_1                136
clkbuf_16               16
ha_1                     7
a21oi_4                  2
clkdlybuf4s50_1         10
clkinvlp_4               3
buf_4                   10
inv_8                    2
bufinv_16                4
xnor2_1                  3
dlygate4sd2_1            3
inv_1                   26
xnor2_2                  4
cells by family after synthesis:
logic type / Yosys count
DFF: 136
and+or+nand+nor: 5
adders and majority gates: 15
AOI/OAI and AO/OA: 10
xor gates and xnor gates: 9
buffers and inverters: 27
worst max-delay path, delay by kind of cell:
family / cells / cell delay (ns)
compound gates: 3 / 0.44
fa+ha+maj: 2 / 0.88
buf+inv: 4 / 0.83
xor+xnor: 1 / 0.15
timing repair:
item | 4_1_cts | 5_1_grt
endpoints found under the setup margin | 6 | 6
gates resized | 12 | 14
setup buffers | 1 | 1
pin swaps | 10 | 4
final timing paths:
kind | start | endpoint | slack [ns] | depth (start not counted)
max | input_0[4] | output_0[7] | 0.1 | 10
min in group clk0 | flop | flop | 0.34 | 0
min reg2reg | flop | flop | 0.34 | 0
max in group asynchronous | system1000_rstn | async pin | 2.83 | 2
min | system1000_rstn | async pin | 0.33 | 1
max reg2reg | flop | flop | 1.88 | 8
Power is estimated from default activity; no workload was simulated.
